===== design/flow/config.mk =====
export PLATFORM = sky130hd
export DESIGN_NAME = UART
export DESIGN_NICKNAME = UART
export VERILOG_FILES = /design/flow/design.v
export SDC_FILE = /design/flow/constraint.sdc
export NUM_CORES = 4
export LEC_CHECK = 1
export CORE_UTILIZATION = 50

===== design/flow/constraint.sdc =====
current_design UART

set clk_period 2.9
set clk_io_pct 0.2

create_clock -name clk0 -period $clk_period [get_ports {RX_CLK}]
create_clock -name clk1 -period $clk_period [get_ports {TX_CLK}]

set non_clock_inputs [all_inputs -no_clocks]
set_input_delay [expr $clk_period * $clk_io_pct] -clock clk0 $non_clock_inputs
set_output_delay [expr $clk_period * $clk_io_pct] -clock clk0 [all_outputs]

===== design/flow/design.v =====
module UART #(parameter width=8)(
 input wire [7:0] UART_CONFIG,
 input wire TX_CLK, RX_CLK,
 input wire RST,
 input wire RX_IN,
 input wire F_EMPTY,
 input wire [width-1:0] RdData,
 output wire TX_OUT,
 output wire busy,
 output wire [width-1:0] RX_OUT,
 output wire sync_en,
 output wire PAR_ERR,STP_ERR
);  
UART_TX #(.width(width)) dut0(
.P_DATA(RdData),
.DATA_VALID(!F_EMPTY),
.PAR_EN(UART_CONFIG[0]),
.PAR_TYP(UART_CONFIG[1]),
.CLK(TX_CLK),
.RST(RST),
.TX_OUT(TX_OUT),
.busy(busy)
);
UART_RX #(.width(width)) dut1(
.CLK(RX_CLK),
.RST(RST),  
.RX_IN(RX_IN),
.PRESCALE(UART_CONFIG[7:2]),
.PAR_TYP(UART_CONFIG[1]),
.PAR_EN(UART_CONFIG[0]),
.DATA_VALID(sync_en),
.P_DATA(RX_OUT),  
.PAR_ERR(PAR_ERR),
.STP_ERR(STP_ERR)
);
endmodule
module FSM (
input wire RX_IN,
input wire CLK,RST,
input wire PAR_EN,
input wire [3:0] BIT_CNT,
input wire [4:0] EDGE_CNT,
input wire [5:0] PRESCALE,
input wire PAR_ERR,
input wire STRT_GLITCH,
input wire STP_ERR,
output reg ENABLE,
output reg DATA_SAMP_EN,
output reg DESER_EN,
output reg DATA_VALID,
output reg PAR_CHK_EN,
output reg STRT_CHK_EN,
output reg STP_CHK_EN
);  
typedef enum {
        idle,
        start,
        data,
        parity,
        stop
} state_;
state_ current_state , next_state;
always @(posedge CLK or negedge RST)
 begin
  if(!RST)
   begin
    current_state <= idle;
   end  
  else 
   begin
   current_state <= next_state; 
   end  
 end  
always @(*)
 begin
  case (current_state)
   idle: begin
          if (!RX_IN)
           begin
            next_state=start;
           end
          else   
           begin
            next_state=idle;
           end 
         end
   start: begin
          if (!STRT_GLITCH && (BIT_CNT==1))
           begin
            next_state=data;
           end
          else   
           begin
            next_state=start;
           end 
         end     
   data: begin
          if (PAR_EN && (BIT_CNT==9))
           begin
            next_state=parity;
           end
          else if (!PAR_EN && (BIT_CNT==9))   
           begin
            next_state=stop;
           end 
          else   
           begin
            next_state=data;
           end  
         end  
   parity: begin
          if (!PAR_ERR && (BIT_CNT==10))
           begin
            next_state=stop;
           end
          else   
           begin
            next_state=parity;
           end  
         end        
   stop: begin
          if (!STP_ERR && !RX_IN && (BIT_CNT==0))
           begin
            next_state=start;
           end
          else if (!STP_ERR && RX_IN && (BIT_CNT==0))
           begin
            next_state=idle;
           end 
          else    
           begin
            next_state=stop;
           end 
         end 
   default: begin
             next_state=idle;
            end                                                       
  endcase     
 end
always @(*)
 begin
    case (current_state)
   idle: begin
          if (!RX_IN)
           begin
            ENABLE=1'b1;
           end
          else   
           begin
            ENABLE=1'b0;
           end 
          DATA_SAMP_EN=1'b1;
          DESER_EN=1'b0;
          PAR_CHK_EN=1'b0;
          STRT_CHK_EN=1'b0;
          STP_CHK_EN=1'b0;
          DATA_VALID=1'b0; 
         end
   start: begin
           ENABLE=1'b1 ;
           DATA_SAMP_EN=1'b1;
           DESER_EN=1'b0;
           PAR_CHK_EN=1'b0;
           STRT_CHK_EN=1'b1;
           STP_CHK_EN=1'b0; 
           DATA_VALID=1'b0;
          end     
   data: begin
          ENABLE=1'b1 ;
          DATA_SAMP_EN=1'b1;
          PAR_CHK_EN=1'b0;
          STRT_CHK_EN=1'b0;
          STP_CHK_EN=1'b0;  
          DATA_VALID=1'b0;
          if (EDGE_CNT== PRESCALE-1)
           begin
            DESER_EN=1'b1;
           end  
          else
           begin
            DESER_EN=1'b0;
           end 
         end  
   parity: begin
            ENABLE=1'b1 ;
            DATA_SAMP_EN=1'b1;
            DESER_EN=1'b0;
            STRT_CHK_EN=1'b0;
            STP_CHK_EN=1'b0; 
            DATA_VALID=1'b0; 
            if (EDGE_CNT== PRESCALE-1)
             begin
              PAR_CHK_EN=1'b1;
             end  
            else
             begin
              PAR_CHK_EN=1'b0;
             end 
           end        
   stop: begin
          ENABLE=1'b1 ;
          DATA_SAMP_EN=1'b1;
          DESER_EN=1'b0;
          PAR_CHK_EN=1'b0;
          STRT_CHK_EN=1'b0;  
          if (!PAR_ERR && !STP_ERR && (EDGE_CNT==PRESCALE-1) )  
           begin
            DATA_VALID=1'b1;
           end  
          else
           begin
            DATA_VALID=1'b0;
           end   
          if (EDGE_CNT== PRESCALE-1)
             begin
              STP_CHK_EN=1'b1;
             end  
            else
             begin
              STP_CHK_EN=1'b0;
             end  
         end 
   default: begin
             ENABLE=1'b1 ;
             DATA_SAMP_EN=1'b1;
             DESER_EN=1'b0;
             PAR_CHK_EN=1'b0;
             STRT_CHK_EN=1'b0;
             STP_CHK_EN=1'b0;  
             DATA_VALID=1'b0;
            end                                                       
  endcase 
 end 
endmodule 
module PARITY_CHECK(
input wire CLK,RST,  
input wire PAR_CHK_EN,
input wire SAMPLED_BIT,
input wire PAR_TYP,
input wire [7:0] P_DATA,
output reg PAR_ERR  
);  
wire parity_bit;
always @(posedge CLK or negedge RST)
 begin
  if(!RST)
   begin
    PAR_ERR<=1'b0;
   end  
  else if (PAR_CHK_EN)
   begin
    if(parity_bit==SAMPLED_BIT)
     begin
      PAR_ERR<=1'b0;
     end  
    else
     begin
      PAR_ERR<=1'b1;
     end 
   end 
 end
 assign parity_bit = (PAR_TYP) ? ~(^P_DATA) : (^P_DATA);
endmodule
module STOP_CHECK(
input wire CLK,RST,  
input wire STP_CHK_EN,
input wire SAMPLED_BIT,
output reg STP_ERR  
);  
always @(posedge CLK or negedge RST)
 begin 
  if(!RST)
   begin
    STP_ERR <=1'b0;
   end  
  else if(STP_CHK_EN)
   begin 
    if(SAMPLED_BIT==1)
     begin
      STP_ERR<=1'b0;
     end 
    else
     begin
      STP_ERR<=1'b1;
     end
   end   
 end
endmodule
module STRT_CHECK(
input wire CLK,RST,  
input wire STRT_CHK_EN,
input wire SAMPLED_BIT,
output reg STRT_GLITCH  
);  
always @(posedge CLK or negedge RST)
 begin 
  if(!RST)
   begin
    STRT_GLITCH<=1'b0;
   end  
  else if(STRT_CHK_EN)
   begin 
    if(SAMPLED_BIT==0)
     begin
      STRT_GLITCH<=1'b0;
     end 
    else
     begin
      STRT_GLITCH<=1'b1;
     end 
  end  
 end
endmodule
module UART_RX #(parameter width=8)(
input wire CLK,RST,  
input wire RX_IN,
input wire [5:0] PRESCALE,
input wire PAR_TYP,
input wire PAR_EN,
output wire DATA_VALID,
output wire [width-1:0] P_DATA,  
output wire PAR_ERR,
output wire STP_ERR
);
wire ENABLE,DATA_SAMP_EN,SAMPLED_BIT,PAR_CHK_EN,STRT_CHK_EN,STRT_GLITCH;
wire STP_CHK_EN,DESER_EN;
wire [3:0] BIT_CNT;
wire [4:0] EDGE_CNT;
FSM F (
.RX_IN(RX_IN),
.CLK(CLK),
.RST(RST),
.PAR_EN(PAR_EN),
.BIT_CNT(BIT_CNT),
.PAR_ERR(PAR_ERR),
.STRT_GLITCH(STRT_GLITCH),
.STP_ERR(STP_ERR),
.ENABLE(ENABLE),
.DATA_SAMP_EN(DATA_SAMP_EN),
.DESER_EN(DESER_EN),
.DATA_VALID(DATA_VALID),
.PAR_CHK_EN(PAR_CHK_EN),
.STRT_CHK_EN(STRT_CHK_EN),
.STP_CHK_EN(STP_CHK_EN),
.PRESCALE(PRESCALE),
.EDGE_CNT(EDGE_CNT)
);
data_sampling D0 (
.RX_IN(RX_IN),
.CLK(CLK),
.RST(RST),
.PRESCALE(PRESCALE),
.DATA_SAMP_EN(DATA_SAMP_EN),
.EDGE_CNT(EDGE_CNT),
.SAMPLED_BIT(SAMPLED_BIT)
);
deserializer D1 (
.CLK(CLK),
.RST(RST),
.SAMPLED_BIT(SAMPLED_BIT),
.DESER_EN(DESER_EN),
.P_DATA(P_DATA)
);
edge_bit_counter E(
.CLK(CLK),
.RST(RST),
.PAR_EN(PAR_EN),
.ENABLE(ENABLE),
.PRESCALE(PRESCALE),
.EDGE_CNT(EDGE_CNT),
.BIT_CNT(BIT_CNT)
);
PARITY_CHECK P(
.CLK(CLK),
.RST(RST),
.SAMPLED_BIT(SAMPLED_BIT),
.P_DATA(P_DATA),
.PAR_CHK_EN(PAR_CHK_EN),
.PAR_TYP(PAR_TYP),
.PAR_ERR(PAR_ERR)
);
STRT_CHECK S0(
.CLK(CLK),
.RST(RST),
.SAMPLED_BIT(SAMPLED_BIT),
.STRT_CHK_EN(STRT_CHK_EN),
.STRT_GLITCH(STRT_GLITCH)
);
STOP_CHECK S1 (
.CLK(CLK),
.RST(RST),
.SAMPLED_BIT(SAMPLED_BIT),
.STP_CHK_EN(STP_CHK_EN),
.STP_ERR(STP_ERR)
);
endmodule
module data_sampling(
input wire CLK,RST,
input wire RX_IN,
input wire [5:0] PRESCALE,
input wire DATA_SAMP_EN,
input wire [4:0] EDGE_CNT,
output reg SAMPLED_BIT
); 
reg sample1,sample2,sample3;
always @(posedge CLK or negedge RST)
 begin
 if(!RST)
  begin
   sample1<=0;
   sample2<=0;
   sample3<=0;
  end  
 else if (DATA_SAMP_EN && (PRESCALE==8))
  begin
   if (EDGE_CNT==3)
    begin
     sample1<=RX_IN;
    end 
   else if (EDGE_CNT==4)
    begin
     sample2<=RX_IN;
    end  
   else if (EDGE_CNT==5)
    begin
     sample3<=RX_IN;
    end   
  end  
 else if (DATA_SAMP_EN && (PRESCALE==16))
  begin
   if (EDGE_CNT==7)
    begin
     sample1<=RX_IN;
    end 
   else if (EDGE_CNT==8)
    begin
     sample2<=RX_IN;
    end  
   else if (EDGE_CNT==9)
    begin
     sample3<=RX_IN;
    end   
  end   
 else if (DATA_SAMP_EN && (PRESCALE==32))
  begin
   if (EDGE_CNT==15)
    begin
     sample1<=RX_IN;
    end 
   else if (EDGE_CNT==16)
    begin
     sample2<=RX_IN;
    end  
   else if (EDGE_CNT==17)
    begin
     sample3<=RX_IN;
    end   
  end    
 end
always @(*)
 begin
  SAMPLED_BIT= (sample1&sample2) | (sample2&sample3)|(sample1&sample3);
 end
endmodule
module deserializer (
input wire CLK,RST,  
input wire SAMPLED_BIT,
input wire DESER_EN,
output reg [7:0] P_DATA 
);  
reg [2:0] counter;
always @(posedge CLK or negedge RST)
 begin 
  if(!RST)
   begin
    P_DATA <='b0;
    counter<='b111;
   end  
  else if(DESER_EN)
   begin 
    P_DATA[counter]<=SAMPLED_BIT;
    counter<=counter-1;
   end
 end
endmodule
module edge_bit_counter(
input wire ENABLE,
input wire PAR_EN,
input wire CLK,RST,
input wire [5:0]PRESCALE,
output reg [3:0] BIT_CNT,
output reg [4:0] EDGE_CNT   
);  
always @(posedge CLK or negedge RST)
 begin
  if(!RST)
   begin
    BIT_CNT<='b0;
    EDGE_CNT<='b0;
   end   
  else if(ENABLE && (EDGE_CNT<(PRESCALE-1)) )
   begin
    EDGE_CNT<=EDGE_CNT+1;
   end 
  else if (ENABLE && (EDGE_CNT==(PRESCALE-1))) 
   begin
    if(PAR_EN && (BIT_CNT==10))
     begin
      BIT_CNT<='b0;
     end 
    else if(!PAR_EN && (BIT_CNT==9))
     begin
      BIT_CNT<='b0;
     end
    else 
     begin
      BIT_CNT<=BIT_CNT+1;
     end 
    EDGE_CNT<='b0; 
   end
 end
endmodule
module UART_TX #(parameter width=8)(
 input wire [width-1:0] P_DATA,
 input wire DATA_VALID,
 input wire PAR_EN,PAR_TYP,
 input wire CLK,RST,
 output reg TX_OUT,
 output wire busy
);
localparam start_bit=1'b0;
localparam stop_bit=1'b1;
wire ser_en,ser_done,ser_data,par_bit;
wire [1:0] mux_sel;
reg mux_out;
serializer #(.data_width(width)) S
(.P_DATA(P_DATA),
 .DATA_VALID(DATA_VALID),
 .ser_en(ser_en),
 .CLK(CLK),
 .RST(RST),
 .ser_done(ser_done),
 .ser_data(ser_data)
);
fsm F
(.DATA_VALID(DATA_VALID), 
 .PAR_EN(PAR_EN),
 .ser_en(ser_en),
 .CLK(CLK),
 .RST(RST),
 .ser_done(ser_done),
 .busy(busy),
 .mux_sel(mux_sel)
);
parity_calc #(.data_width(width)) P
(.P_DATA(P_DATA),
 .DATA_VALID(DATA_VALID),
 .PAR_TYP(PAR_TYP),
 .CLK(CLK),
 .RST(RST),
 .PAR_BIT(par_bit)
);
always@(*)
 begin
    case(mux_sel)
     2'b00 : mux_out=start_bit;
     2'b01 : mux_out=stop_bit;  
     2'b10 : mux_out=ser_data;
     2'b11 : mux_out=par_bit;
    endcase  
 end 
always @ (posedge CLK or negedge RST)
 begin
  if(!RST)
   begin
    TX_OUT <= 'b0 ;
   end
  else
   begin
    TX_OUT <= mux_out ;
   end 
 end   
 endmodule
module fsm(
 input wire DATA_VALID,
 input wire PAR_EN,
 input wire ser_done,
 input wire CLK,RST,
 output reg  ser_en , busy ,
 output reg [1:0] mux_sel
);
reg busy_c;
typedef enum {
        IDLE,
        STR,
        DATA,
        P,
        STP
} state_;
state_ current_state , next_state;
always@(posedge CLK or negedge RST)
 begin
  if(!RST)
   begin
    current_state<=IDLE;
   end 
  else 
   begin
    current_state<=next_state;
   end  
 end
always@(*) 
 begin
  case(current_state) 
   IDLE : begin
           if(DATA_VALID)
            begin
             next_state=STR; 
            end 
           else
            begin
             next_state=IDLE; 
            end  
          end
   STR :  begin
             next_state=DATA;   
          end
   DATA : begin
           if(ser_done && PAR_EN)
            begin
             next_state=P; 
            end 
           else if(ser_done && !PAR_EN)
            begin
             next_state=STP; 
            end  
           else
            begin
             next_state=DATA; 
            end  
          end            
   P    : begin
             next_state=STP; 
          end                   
   STP  : begin
            next_state=IDLE;  
          end
   default : begin
              next_state=IDLE; 
             end        
   endcase
 end             
always@(*) 
 begin
  case(current_state) 
   IDLE : begin
           mux_sel=2'b00;
           busy_c=1'b0;
           ser_en=1'b0;
          end
   STR :  begin
           mux_sel=2'b00;
           busy_c=1'b1;
           ser_en=1'b1;
          end
   DATA : begin
           mux_sel=2'b10;
           busy_c=1'b1;
           ser_en=1'b1;
          end 
   P    : begin
           mux_sel=2'b11;
           busy_c=1'b1;
           ser_en=1'b0;
          end        
   STP  : begin
           mux_sel=2'b01;
           busy_c=1'b1;
           ser_en=1'b0; 
          end
   default : begin
              mux_sel=2'b00;
              busy_c=1'b0;
              ser_en=1'b0;
             end        
   endcase
 end             
always@(posedge CLK or negedge RST)
 begin
  if(!RST)
   begin
     busy<=0;
   end 
  else 
   begin
    busy<=busy_c;
   end  
 end 
 endmodule 
module parity_calc #(parameter data_width=8)
(input wire [data_width-1:0] P_DATA,
 input wire DATA_VALID,
 input wire PAR_TYP,
 input wire CLK,RST,
 output reg PAR_BIT
);
always@(posedge CLK or negedge RST)
 begin
  if(!RST)
   begin
    PAR_BIT<=1'b0;
   end 
  else if (PAR_TYP && DATA_VALID)
   begin
     if(^P_DATA)
      begin 
       PAR_BIT<=1'b0;
      end
     else
      begin
       PAR_BIT<=1'b1;
      end  
   end   
  else if (!PAR_TYP && DATA_VALID)
   begin
     if(^P_DATA)
      begin 
       PAR_BIT<=1'b1;
      end
     else
      begin
       PAR_BIT<=1'b0;
      end      
   end 
  end
endmodule    
module serializer #(parameter data_width=8)
(input wire [data_width-1:0] P_DATA,
 input wire DATA_VALID,
 input wire ser_en,
 input wire CLK,RST,
 output reg ser_data,
 output wire ser_done
);
reg [3:0] counter;
reg [data_width-1:0] mem;
always@(posedge CLK or negedge RST)
 begin
  if(!RST)
   begin
    mem<='b0;
    ser_data<=1'b0;
    counter<=data_width;
   end 
  else if(ser_en && counter!=0)
   begin
    ser_data<=mem[counter-1];
    counter<=counter-1;
   end   
  else if(DATA_VALID)
   begin
    mem<=P_DATA;
   end 
  else  
   begin
    counter<=data_width;
   end 
 end
 assign   ser_done=(counter==0)?1:0;
endmodule    

===== design/flow/run.sh =====
#!/bin/bash
# OpenROAD 26Q1-2900-gdf79404cd8, Yosys 0.63+post, stock flow scripts
make -C /OpenROAD-flow-scripts/flow DESIGN_CONFIG=/design/flow/config.mk WORK_HOME=/design/flow/orfs finish

==> flow_summary.toml <==
# implementation run metrics
[synth]
ys_seq_share_pct = 42.9
synth_area_um2 = 3050
syn_area_per_cell_um2 = 10.1
async_flop_share_pct = 100
synth_cells = 301
yosysWarnings = 11
synthDistinctLibCells = 55
enable_flop_cells = 0
ys_ff = 52
synth_chip_area_um2 = 3050
ys_cells = 301
ys.flop_type = "dfrtp_1"

[clock_tree]
clk_pin_slew_ns = 0.06
cts_sinks = 52
cts_hold_buf = 0
cts_tree = "built"

[final_layout]
final_cell_area_um2 = 3760
stdcell_count = 435
flop_area_um2 = 1310
fillCellCount = 483
layout_top_cells = "46 x dfrtp_1, 26 x nand2_1, 25 x clkdlybuf4s50_1"
lay_top_count = "dfrtp_1"
layout-drive-gt1-share_pct = 20.0
final-comb-area_um2 = 1690
syn2layout_area_growth_pct = 23.4

[final_timing]
relSlewSlack_pct = 56.1
fin_skew_ns = 0.00421
finalSetupViolCount = 0
worst_pin_slew_ns = 0.651
hold_viol_final = 0
holdWs_ns = 0.406
rsz0062_at_grt = "no"
final-max-slew-violation-count = 0

[run]
drv_cap = 0
tool_warnings = 36

[detailed_routing]
detail_route.wl_per_cell_um = 13.8
drc = 0
drt-initial-drc-count = 81
ant_nets = 0
num_antenna_cells = 0
vias = 2359
routed_via_density = 5.42
drt_pass1_iterations = 15
drt_wl_total_um = 5990

[die]
fp_util_pct = 51.8
num_rows = 28
die_y_um = 80.1
die_x_um = 80.1
die_area_um2 = 6410
core_um2 = 5890
ioPinCount = 34

[placed_design]
numPortBuffers = 32
dp.cells = 421
dp_hpwl_um = 4490
placed_cell_area_um2 = 3580
gp_congestion = 0.860

[setup_path]
reg2reg_from = "dut1.E.EDGE_CNT[0]"
startpoint_type = "input port"
critPathRequiredTime_ns = 2.32
worstSetupPathType = "in -> out"
arrival_ns = 2.21
end_kind = "output pin"
startpoint = "UART_CONFIG[2]"
path_max_fanout = 3

[global_route]
antenna_found_initial = 0
grt.overflow.total = 0
grt_pass1_wl_um = 10600
grt_use_total_pct = 21.8
grt_max_degree = 53
first_global_vias = 2279

[power_and_ir_drop]
irDropWorstVdd_mv = 0.479
power_density_nw_per_um2 = 747
p_leak_nw = 1.62

[outcome]
status = "completed"

[min_path]
hp-class = "in -> async"
-- timing repair --
action / 4_1_cts / 5_1_grt
resized: 18 / 3
pin swaps: 7 / 3
setup endpoints to repair: 4 / 1
hold endpoints to repair: 0 / 0
cloned: 0 / 0
setup buffers: 1 / 1
-- through the flow --
step / TNS (ns) / util (%) / power [mW] / setup WS [ns]
2_1_floorplan: 0 / - / 1.93 / 0.208
3_3_place_gp: -3.95 / 60.8 / 2.25 / -0.634
3_5_place_dp: -4.03 / 60.8 / 2.27 / -0.658
4_1_cts: 0 / 63.6 / 2.84 / 0.0255
5_1_grt: 0 / 63.9 / 3.06 / 0.00930
6_report: 0 / 63.9 / 2.81 / 0.110
-- synth_stat cells (2+ instances only) --
library cell	number	area, um^2
mux2i_1	3	30.0
mux2_2	13	146
clkbuf_1	4	15.0
nand4_1	4	25.0
a22o_1	3	26.3
a21oi_1	9	45.0
nand2_1	27	101
o31ai_1	3	22.5
xor2_1	4	35.0
a21o_1	2	15.0
o21ai_0	19	95.1
nand2b_1	5	31.3
mux4_2	2	45.0
dfstp_2	6	158
nand3_1	11	55.1
nor3b_1	2	15.0
nor3_1	8	40.0
nor4b_1	3	26.3
ha_1	20	250
nor2_1	21	78.8
mux2_1	2	22.5
inv_1	19	71.3
nand3b_1	3	22.5
dfrtp_1	46	1150
nor2b_1	6	37.5
o2bb2ai_1	4	35.0
a31oi_1	2	12.5
a41oi_1	2	17.5
xnor2_1	21	184
and3_1	2	12.5
-- cell type report --
cell class,instances,share of cell area (%)
Multi-Input combinational cell,224,45.0
Sequential cell,52,34.8
Timing Repair Buffer,53,12.2
Clock buffer,10,3.39
Tap cell,75,2.49
Inverter,19,1.89
Clock inverter,2,0.266
-- final timing paths --
path,to,slack [ns],depth (start not counted)
worst max-delay path,sync_en,0.11,12
worst min-delay path,dut1.E.BIT_CNT[3],0.41,2
worst max register to register,dut1.D1.P_DATA[6],0.61,10
worst min register to register,dut0.F.current_state[2],0.48,1
max in group clk1,dut0.S.mem[2],0.78,7
max in group asynchronous,dut0.S.mem[2],2.02,2
min in group clk1,dut0.F.current_state[2],0.48,1
min in group clk0,dut1.D1.counter[2],0.50,1
-- kinds of logic (layout without fill, tap and decap cells) --
group	Yosys count	in the layout	share of synthesized area [%]
xor+xnor	25	25	7.18
compound gates	57	57	12.7
simple gates	100	100	17.0
buf+inv	25	84	3.12
fa+ha+maj	21	21	8.54
mux	21	21	8.49
flops	52	52	42.9
-- per-layer routing --
| layer | up-vias | global-route usage, % | part of all wire [%] |
|---|---|---|---|
| met5 | - | 0 | 0 |
| met4 | 0 | 2.14 | 0.13 |
| met3 | 2 | 3.92 | 3.8 |
| met2 | 46 | 32.5 | 46 |
| met1 | 1132 | 35.8 | 50 |
| li1 | 1179 | - | - |
-- flip-flops by register name (all words and copies together) (netlist names) --
register and count:
dut0.F.busy 1, dut0.F.current_state 5, dut0.P.PAR_BIT 1, dut0.S.counter 4, dut0.S.mem 8, dut0.S.ser_data 1
dut0.TX_OUT 1, dut1.D0.sample1 1, dut1.D0.sample2 1, dut1.D0.sample3 1, dut1.D1.P_DATA 8, dut1.D1.counter 3
dut1.E.BIT_CNT 4, dut1.E.EDGE_CNT 5, dut1.F.current_state 5, dut1.P.PAR_ERR 1, dut1.S0.STRT_GLITCH 1, dut1.S1.STP_ERR 1
-- worst max-delay path, cell delays in order --
cell and delay, ns:
dlygate4sd2_1 0.25, inv_2 0.09, ha_4 0.13, nand2_1 0.05
xor2_1 0.14, ha_1 0.29, and3_4 0.19, nand3_4 0.07
a21oi_4 0.14, nand2_2 0.08, nor3_2 0.09, buf_2 0.10
-- report_power, final --
part           leakage (nW)  internal [mW]  switching (mW)
Sequential            0.652          0.957           0.212
Combinational         0.892          0.586           0.524
Clock                0.0737          0.287           0.245
Total                  1.62           1.83           0.982
Power and IR drop assume default switching activity.
